$ cat flow/config.mk
export PLATFORM = sky130hd
export DESIGN_NAME = SEG7_LUT_6
export DESIGN_NICKNAME = SEG7_LUT_6
export VERILOG_FILES = /design/flow/design.v
export SDC_FILE = /design/flow/constraint.sdc
export NUM_CORES = 4
export LEC_CHECK = 1
export CORE_AREA = 10 10 92 92
export DIE_AREA = 0 0 102 102
$ cat flow/constraint.sdc
current_design SEG7_LUT_6

set clk_period 1.2
set clk_io_pct 0.2

create_clock -name clk0 -period $clk_period

set non_clock_inputs [all_inputs -no_clocks]
set_input_delay [expr $clk_period * $clk_io_pct] -clock clk0 $non_clock_inputs
set_output_delay [expr $clk_period * $clk_io_pct] -clock clk0 [all_outputs]
$ cat flow/design.v
module SEG7_LUT	(	oSEG,iDIG	);
input	[3:0]	iDIG;
output	[6:0]	oSEG;
reg		[6:0]	oSEG;
always @(iDIG)
begin
		case(iDIG)
		4'h1: oSEG = 7'b1111001;	 
		4'h2: oSEG = 7'b0100100; 	 
		4'h3: oSEG = 7'b0110000; 	 
		4'h4: oSEG = 7'b0011001; 	 
		4'h5: oSEG = 7'b0010010; 	 
		4'h6: oSEG = 7'b0000010; 	 
		4'h7: oSEG = 7'b1111000; 	 
		4'h8: oSEG = 7'b0000000; 	 
		4'h9: oSEG = 7'b0011000; 	 
		4'ha: oSEG = 7'b0001000;
		4'hb: oSEG = 7'b0000011;
		4'hc: oSEG = 7'b1000110;
		4'hd: oSEG = 7'b0100001;
		4'he: oSEG = 7'b0000110;
		4'hf: oSEG = 7'b0001110;
		4'h0: oSEG = 7'b1000000;
		endcase
end
endmodule
module SEG7_LUT_6 (	oSEG0,oSEG1,oSEG2,oSEG3,oSEG4,oSEG5,iDIG );
input	[23:0]	iDIG;
output	[6:0]	oSEG0,oSEG1,oSEG2,oSEG3,oSEG4,oSEG5;
SEG7_LUT	u0	(	oSEG0,iDIG[3:0]		);
SEG7_LUT	u1	(	oSEG1,iDIG[7:4]		);
SEG7_LUT	u2	(	oSEG2,iDIG[11:8]	);
SEG7_LUT	u3	(	oSEG3,iDIG[15:12]	);
SEG7_LUT	u4	(	oSEG4,iDIG[19:16]	);
SEG7_LUT	u5	(	oSEG5,iDIG[23:20]	);
endmodule
$ cat flow/run.sh
#!/bin/bash
# OpenROAD 26Q1-2900-gdf79404cd8, Yosys 0.63+post, stock flow scripts
make -C /OpenROAD-flow-scripts/flow DESIGN_CONFIG=/design/flow/config.mk WORK_HOME=/design/flow/orfs finish
==> results.ini <==
[synthesis]
yosysCellCount = 214
syn-cell-area_mm2 = 0.00149
yosysWarnings = 1
yosysUniqueCellTypes = 29
ys_seq_share_pct = 0
postSynthCellCount = 214
yosys_area_mm2 = 0.00149
avgSynthCellArea_um2 = 6.96

[setup_path]
crit_fanout = 4
startpoint_type = input pin
critPathKind = input pin to output port
required_ns = 0.96
critPathArrivalTime_ns = 1.31
end_kind = output port

[layout]
comb_area_mm2 = 0.00204
clock_buffers = 0
layout-drive-gt1-share_pct = 71.5
fillers = 502
finalInstanceArea_mm2 = 0.00368
seqCellArea_um2 = 0
synthToLayoutAreaGrowth_pct = 147
flops = 0

[pwr]
swShare_pct = 42.3
p_sw_mw = 0.535
p_leak_nw = 1.68
total_power_mw = 1.27
ir_drop_v = 0.000194
power_frac_seq_pct = 0
power.internal_mw = 0.730
pwr_density_cell_mw_per_mm2 = 344
p_clk_share_pct = 0
combPwrFrac_pct = 100.0

[floorplan]
die_area_mm2 = 0.0104
pin_count = 66
core.rowCount = 29
die_w_um = 102
fp-utilization_pct = 23.1
core_mm2 = 0.00646
die_h_um = 102

[final_timing]
final_max_slew_viol_count = 0
rsz0062_at_grt = yes
worst_slew_pin_slew_ns = 0.224
period_needed_ns = 1.55
period_used_pct = 129
relSlewSlack_pct = 84.9
fmax_mhz = 646
finalHoldViolCount = 0
timing.final.ws_setup_ns = -0.349
setup_viol = 40
fin_hold_ws_ns = 0.853

[grt]
groute.usage.overall_pct = 11.1
grt-ovfl-total = 0
antenna_found_initial = 0
grt_max_degree = 12
grt_first_pass_wirelength_um = 10100
first_global_vias = 2173

[min_path]
hold_class = input pin to output port

[drt]
vias_per_cell = 4.78
routed_wl_um = 6110
vias = 2126
ant_nets = 0
insertedDiodeCount = 0
drtIter0Drc = 62
first_pass_iters = 4
drc = 0
detail_route.wl_per_cell_um = 13.7

[outcome]
violations = setup timing
status = finished with violations

[flow_run]
drv_cap = 0
warnings = 64

[placed_design]
dp_hpwl_um = 3820
place.gp.congestion = 0.867
io_buffers = 66
placed_cell_area_mm2 = 0.00271
place_ws_ns = -1.09

[clock_tree]
holdBufCountCts = 0

per-layer routing:
layer  up-vias  share of wire, %  track usage, %
li1       1071                 -               -
met2        53                46            18.9
met1      1002                48            15.2
met5         -                 0               0
met3         0               5.8            1.64
met4         0                 0           0.217
synth_stat cells (all sizes together):
cell type	count	area share [%]
a21boi	2	1.0
a21oi	14	4.7
a22o	6	3.5
a32o	1	0.67
and2	1	0.42
buf	9	3.4
clkbuf	3	0.76
ha	36	30
inv	20	5.0
mux2	5	3.8
mux2i	14	9.4
nand2	12	3.0
nand2b	3	1.3
nand3	3	1.0
nand3b	1	0.50
nor2	29	7.5
nor2b	5	2.1
o211ai	4	2.0
o21ai	25	8.4
o2bb2ai	2	1.2
o31a	1	0.59
o31ai	6	3.0
o32ai	6	3.5
or2b	1	0.50
or3	3	1.3
or3b	2	1.2
repair_timing:
action	in CTS	in global routing
endpoints found under the setup margin	42	42
hold endpoints to repair	0	0
buffers inserted	36	5
pin swaps	68	34
cloned	1	1
gates resized	414	44
power groups by stage:
stage	Sequential [mW]	Combinational, mW	Clock [mW]
4_1_cts	0	1.17	0
5_1_grt	0	1.38	0
6_report	0	1.27	0
path summary, 6_finish.rpt:
kind	slack, ns	to	startpoint	depth (start not counted)
setup / recovery	-0.35	oSEG0[6]	iDIG[1]	7
hold / removal	0.85	oSEG2[1]	iDIG[9]	4
metrics by stage:
step,utilization (%),cells,setup TNS (ns)
global route,57.0,445,-9.09
CTS,55.1,446,-7.40
floorplan,-,214,0
detailed placement,41.9,412,-41.43
finish,57.0,445,-7.16
global placement,41.9,412,-41.37
area by class of cell:
class | count | share of cell area (%)
Timing Repair Buffer | 166 | 38.8
Multi-Input combinational cell | 182 | 55.3
Inverter | 20 | 3.23
Tap cell | 77 | 2.62
worst max-delay path: stages:
cell and delay [ns]:
buf_8 0.08, clkinvlp_4 0.13, buf_6 0.15, ha_4 0.15, mux2_4 0.25, a22o_1 0.19
buf_2 0.11
logic make-up after synthesis:
kind of cell	count (synthesis)	synth area share (%)
AND/OR/NAND/NOR	60	18.7
adder cells (fa/ha/maj)	36	30.2
AND-OR/OR-AND	67	28.6
multiplexers	19	13.2
buffers and inverters	32	9.24
cells in the final DEF (no fill, tap or decap), drive strengths merged, types with 5 or more instances in the layout:
master         n
a22o           6
o21ai         25
mux2           5
nor2          29
o32ai          6
o31ai          6
nand2         12
ha            36
nor2b          5
buf          157
mux2i         14
dlygate4sd2    5
inv           17
a21oi         14
No activity file was given, so power comes from the tool's default toggle rates.
