<file path="./run.sh">
#!/bin/bash
# OpenROAD 26Q1-2900-gdf79404cd8, Yosys 0.63+post, stock flow scripts
make -C /OpenROAD-flow-scripts/flow DESIGN_CONFIG=/design/flow/config.mk WORK_HOME=/design/flow/orfs finish
</file>
<file path="./config.mk">
export PLATFORM = sky130hd
export DESIGN_NAME = add_main
export DESIGN_NICKNAME = add_main
export VERILOG_FILES = /design/flow/design.v
export SDC_FILE = /design/flow/constraint.sdc
export NUM_CORES = 4
export LEC_CHECK = 1
export CORE_AREA = 10 10 99 99
export DIE_AREA = 0 0 109 109
</file>
<file path="./constraint.sdc">
current_design add_main

set clk_period 1.4
set clk_io_pct 0.2

create_clock -name clk0 -period $clk_period [get_ports {CLK}]

set non_clock_inputs [all_inputs -no_clocks]
set_input_delay [expr $clk_period * $clk_io_pct] -clock clk0 $non_clock_inputs
set_output_delay [expr $clk_period * $clk_io_pct] -clock clk0 [all_outputs]
</file>
<file path="./design.v">
module add_control(
	input go,
	input	reset,
	input	CLK,
	output reg enx,
	output reg eny,
	output reg sa,
	output reg sb,
	output reg sy
);
localparam 	S0 = 2'd0,
				S1 = 2'd1,
				S2 = 2'd2,
				S3 = 2'd3;
reg	[1:0] present_state;
reg	[1:0] next_state = S0;
always @(posedge CLK)
	begin
	if(reset)
		present_state <= S0;
	else
		present_state <= next_state;
	end
always @(*)
	begin
		next_state = S0;
		case(present_state)
				S0:
					begin
					if(go)
						next_state = S1;			
					end
				S1:
					begin
						next_state = S2;
					end
				S2:
					begin
						next_state = S3;
					end
				S3:
					begin
					next_state = S0;
					end
			endcase
	end
always @(*)
		begin
			sa 		= 1'b0;
			sb 		= 1'b0;
			sy 		= 1'b0;
			enx 		= 1'b0;
			eny 		= 1'b0;
			case(present_state)
				S1:
					begin
					sa = 1'b1;
					sb = 1'b1;
					end
				S2:
					begin
					enx 	= 1'b1;
					sa = 1'b0;
					sb = 1'b0;
					end
				S3:
					begin	
					eny 	= 1'b1;
					enx 	= 1'b0;
					sy 	= 1'b1;
					end
			endcase
		end				
endmodule
module add_datapath(
	input	[5:0] a,
	input	[5:0] b,
	input CLK,
	input enx,
	input eny,
	input sa,
	input sb,
	input sy,
	output reg [5:0] result
);
reg [5:0] xi;
reg [5:0] yi;
reg [5:0] to_xi;
reg [5:0] to_yi;
reg [5:0] add_res;
reg [5:0] to_addA;
reg [5:0] to_addB;
always @(posedge CLK)
	begin
		if(enx)
			xi <= to_xi;
		if(eny)
			yi <= to_yi;
	end
always @(*)
	begin
		if(sa)
			to_addA = a;
		else
			to_addA = xi;
		if(sb)
			to_addB = b;
		else if(sy)
			to_addB = yi;
		else
			to_addB = 6'd3;
		if(enx)
			to_xi = add_res;		
		else if(eny)
			to_yi = add_res;
		else
			result = add_res;
		add_res 	= to_addA + to_addB;	
	end
endmodule
module add_main(
	input 			go,
	input 	[5:0]	a,
	input 	[5:0]	b,
	input				reset,
	input				CLK,
	output	[5:0] result
);
	wire w_enx;
	wire w_eny;
	wire w_sa;
	wire w_sb;
	wire w_sy;
	add_datapath data(
			.a(a),
			.b(b),
			.CLK(CLK),
			.enx(w_enx),
			.eny(w_eny),
			.sa(w_sa),
			.sb(w_sb),
			.sy(w_sy),
			.result(result)
	);
	add_control cont(
			.go(go),
			.reset(reset),
			.CLK(CLK),
			.enx(w_enx),
			.eny(w_eny),
			.sa(w_sa),
			.sb(w_sb),
			.sy(w_sy)
	);
endmodule
</file>
==> impl_metrics.csv <==
group,metric,value,unit
run_status,status,"complete, no violations",
detailed_routing,detail_route.wl_per_cell,11.0,µm
worst_setup_path,start_kind,"flop",
timing,hold_viol,0,
run,max_cap_viol_count,0,
synthesis,ys_warn_count,2,
timing,tns,0,ns
synthesis,simple_gate_share,4.77,%
synthesis,syn_area,1100,µm²
floorplanning,io_pins,21,
timing,skew,0.000810,ns
pwr,internal-power,0.946,mW
pwr,p_per_area,813,nW/µm²
detailed_routing,antenna_cells,0,
run,warning_count,25,
worst_setup_path,path_max_fanout,12,
timing,post-route-period-util,71.4,%
pwr,ir_drop,0.000316,V
clocking,post_cts_buffers,0,
timing,maxSlewViolCount,0,
clocking,clk_path_buf_depth,2,
synthesis,ys_area,1100,µm²
pwr,p_comb_share,15.3,%
synthesis,ys.flops,34,
clocking,ctsHoldBuffers,0,
hold_path,min_path_type,"flop to flop",
detailed_routing,drtIter0Drc,17,
worst_setup_path,arrival,1.18,ns
clocking,cts.clk_slew.worst_paths,0.06,ns
timing,fmax,1000,MHz
synthesis,avgSynthCellArea,13.0,µm²
timing,rsz0062_at_grt,"false",
clocking,clk_latency,0.24,ns
clocking,cts_root_buf,"clkbuf_8",
floorplanning,die_h,109,µm
finish,mostFrequentLayoutCells,"clkdlybuf4s50_1 (20), dlxtn_1 (12), edfxtp_1 (12), inv_1 (7), dlxtp_1 (6)",
finish,mostFrequentLayoutCell,"clkdlybuf4s50_1",
detailed_routing,vias,633,
pwr,total_power,1.20,mW
place,dp_slack,0.342,ns
pwr,clkPwrFrac,33.1,%
timing,worstMarginPinSlew,0.515,ns
detailed_routing,drt_wl_total,2310,µm
global_routing,grt_pass1_wl,3790,µm
place,gp_congestion,0.730,
finish,drive_above_1_share,12.0,%
global_routing,grt_pass1_vias,728,
place,port-buffer-count,20,
detailed_routing,first_pass_iters,4,
clocking,h-tree-depth,1,
clocking,cts_resized,0,
finish,syn_to_final_growth,34.1,%
synthesis,synthTopLogicFamily,"AND-OR/OR-AND gates",
synthesis,xor_share,4.77,%
timing,setup_ws,0.401,ns
synthesis,ys_sh_aoi,10.3,%
global_routing,grt_util_all_layers,4.03,%
timing,min_period,0.999,ns
floorplanning,dieArea,11900,µm²
detailed_routing,ant_nets,0,
pwr,total_leakage_power,0.576,nW
worst_setup_path,cp_data_required_time,1.58,ns
worst_setup_path,cp-end-kind,"flop",
synthesis,synthMuxAreaShare,5.11,%
clocking,cts_tree,"built",
synthesis,yosysCellCount,85,
floorplanning,core-area,7730,µm²
worst_setup_path,path_class,"flop to flop",
pwr,power.share.switching,21.2,%
place,dp_hpwl,1800,µm
clocking,cts_buffers,3,
timing,slew_headroom,65.6,%
floorplanning,rows,32,
global_routing,antenna_found_initial,0,
synthesis,synthCells,85,
detailed_routing,drc_errors,0,
floorplanning,die_x,109,µm
timing,unclocked_regs,18,
pwr,power.switching,0.255,mW
timing,setup_viol,0,
floorplanning,fp_util,14.3,%
global_routing,overflow,0,
pwr,seqPwrFrac,51.6,%
synthesis,ys_sh_adder,7.49,%
detailed_routing,vias_per_cell,3.01,
synthesis,ys_types,26,
global_routing,grt_max_degree,16,
timing,untimed_endpoints,36,
## flip-flops by register name, summed over array words and instances, names as in the netlist
| register | count |
|---|---|
| data.xi | 6 |
| data.yi | 6 |
| data.to_xi | 6 |
| cont.present_state | 4 |
| data.to_yi | 6 |
| data.result | 6 |
## final timing paths
kind                                       startpoint               endpoint  slack [ns]  depth (start not counted)
worst min register to register  cont.present_state[0]  cont.present_state[2]        0.44                          2
worst min-delay path            cont.present_state[0]  cont.present_state[2]        0.44                          2
worst max register to register  cont.present_state[2]  cont.present_state[1]        0.40                          2
worst max-delay path            cont.present_state[2]  cont.present_state[1]        0.40                          2
## power by group through the flow
stage | Combinational, mW | Sequential, mW | Clock (mW)
after CTS | 0.189 | 0.620 | 0.407
after global routing | 0.209 | 0.627 | 0.422
final | 0.184 | 0.620 | 0.397
## metal layers
metal	wire length, µm	global-route usage (%)
met1	1090	5.59
met2	1070	6.51
met3	96	0.538
met4	53	1.04
met5	0	0
## layout make-up
class | count | area [µm²]
clock buffer | 4 | 55.1
fill | 820 | 6250
inverter | 7 | 26.3
multi-input combinational | 43 | 358
sequential | 34 | 711
tap | 102 | 128
timing repair buffer | 20 | 200
## critical path: stages (launching register included)
cell and delay (ns):
dfxtp_1 0.64, inv_1 0.18, nor2_1 0.12
## synthesized netlist by cell type, drive strengths merged
| cell | n | area (µm²) |
|---|---|---|
| dlxtn | 12 | 180 |
| edfxtp | 12 | 360 |
| inv | 7 | 26.3 |
| dlxtp | 6 | 90.1 |
| ha | 5 | 62.6 |
| mux2 | 5 | 56.3 |
| dfxtp | 4 | 80.1 |
| nand2 | 4 | 15.0 |
| xnor2 | 4 | 35.0 |
| a21oi | 3 | 18.8 |
| a22o | 3 | 26.3 |
| nor2 | 3 | 11.3 |
| o21ai | 3 | 15.0 |
| a21o | 2 | 16.3 |
| nor2b | 2 | 12.5 |
| o22a | 2 | 17.5 |
| xor2 | 2 | 17.5 |
| a211oi | 1 | 12.5 |
| buf | 1 | 7.51 |
| fa | 1 | 20.0 |
| o21bai | 1 | 7.51 |
| or2 | 1 | 6.26 |
| or2b | 1 | 7.51 |
## cell families (layout without fill, tap and decap cells)
group,count (synthesis),count (layout)
flip-flops,16,16
multiplexers,5,5
XOR/XNOR,6,6
AND-OR/OR-AND,15,15
latches,18,18
buffers and inverters,8,31
AND/OR/NAND/NOR,11,11
adder cells (fa/ha/maj),6,6
## metrics by stage
step                hold WS [ns]  cells  utilization, %  instance area (µm²)
global placement           0.439    206            18.4                 1420
CTS                        0.437    210            19.1                 1480
finish                     0.436    210            19.1                 1480
global route               0.491    210            19.1                 1480
detailed placement         0.428    206            18.4                 1420
floorplan                  0.347     85               -                 1100
Power figures rest on the tool's default switching activity, not on a simulated workload.
