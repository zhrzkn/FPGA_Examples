File: flow/config.mk
export PLATFORM = sky130hd
export DESIGN_NAME = counter
export DESIGN_NICKNAME = counter
export VERILOG_FILES = /design/flow/design.v
export SDC_FILE = /design/flow/constraint.sdc
export NUM_CORES = 4
export LEC_CHECK = 1
export CORE_UTILIZATION = 30
File: flow/constraint.sdc
current_design counter

set clk_period 3.3
set clk_io_pct 0.2

create_clock -name clk0 -period $clk_period [get_ports {clk}]

set non_clock_inputs [all_inputs -no_clocks]
set_input_delay [expr $clk_period * $clk_io_pct] -clock clk0 $non_clock_inputs
set_output_delay [expr $clk_period * $clk_io_pct] -clock clk0 [all_outputs]
File: flow/design.v
module counter (input reset_n, en, clk, output reg [31:0] count);
	always@(posedge clk or negedge reset_n) 
	begin
		if (!reset_n)
			count = 32'b0;
		else begin
			if (en) 
				count = count + 32'b1;
		end
	end
endmodule 
File: flow/run.sh
#!/bin/bash
# OpenROAD 26Q1-2900-gdf79404cd8, Yosys 0.63+post, stock flow scripts
make -C /OpenROAD-flow-scripts/flow DESIGN_CONFIG=/design/flow/config.mk WORK_HOME=/design/flow/orfs finish
==> summary.txt <==
yosys + openroad results -> status complete, no violations, P&R area growth vs syn 35.2%, Slew HR 51.3%, f_max 446 MHz, CP startpoint kind input port, total global-route track usage 12.6%, clock latency at the later pin of the worst-skew pair 0.28 ns, RSZ-0062 raised after global routing false, Power Density 500 nW/um^2, number of cells in Yosys stat 123, Chip Height 71.5 um, drt wl/cell 13.4 um, Tmin final 2.24 ns, Clock Sinks 32, post-route met1 wirelength 1.43 mm, Max Buffers Root-to-Sink 2, VDD IR-drop max 0.322 mV, data required time of the worst path 3.50 ns, Num CTS Buffers 5, Distinct lib cells used 20, row cnt 24, Hold/Removal Path Class reg -> reg, vias in the first global route 1,000, CP cell instances clkdlybuf4s50_1, nand4_4, or4_4, nor4_2, xor2_1, floorplan utilization 32.2%, Initial DRT Pass Iterations 4, largest net degree at the start of global routing 33, RePlAce Congestion 0.810, DR iter-0 viols 72, Registers, synthesis 32, CTS tree built, num ports 35, Root Driver clkbuf_8, htree depth 2, antenna cells 0, DP HPWL 2.08 mm, Crit. End Element flop, Post-Syn Area 1450 sq um, Log Warnings 25, DRC 0, Setup CP Type in -> reg, final wirelength 2.92 mm, CP max stage cell clkdlybuf4s50_1, Reg clk slew, reported paths 0.06 ns, kind of cell adding the most delay to the critical path simple AND/OR/NAND/NOR gates, die area 5110 sq um, fin. max-slew vios 0, Die W 71.5 um, first-pass GRT wire length 4.94 mm, cts hold-fix bufs 0, final worst path period share 67.9%, Cell Area, Placed 1870 sq um, initial antenna violation count 0, area of the core 4500 sq um, max FFs per register 32, quantity of gates resized following cts 0, Buffers on Ports 34, vias post-DR 1,098, Mapped Cells 123, final hold slack 0.496 ns, Seq share, synth 55.3%, Setup TNS 0 ns, setup bufs post-CTS 0, Final ANT Viol Nets 0, Vias/cell 5.01, max cap viols 0, WL met3 166 um, top sig layer met4, global route overflow 0, WP buf/inv 1, met2 wire length 1.31 mm, Max stage delay on crit path 0.62 ns, Design Power 0.000980 W, Crit path arrival time 2.44 ns, leak pwr 0.843 nW, crit path max fanout 6, Worst-Margin Slew 0.724 ns, Yosys chip area 1450 sq um, final tally of hold violations 0, clk_skew 0.00454 ns, share of cells above drive strength 1 8.38%, # setup viols final 0, number of synthesis warnings 1, syn_area_per_cell 11.8 sq um, post-layout instance area 1960 sq um
[routing by layer]
| layer | vias to the layer above | track usage, % |
|---|---|---|
| met1 | 528 | 19.9 |
| met4 | 0 | 1.09 |
| met5 | - | 0 |
| li1 | 530 | - |
| met2 | 36 | 18.1 |
| met3 | 4 | 4.71 |
[layout by cell type, fill, tap and decap left out, drive strengths merged, types with 2 or more instances in the layout]
| cell | Yosys | routed |
|---|---|---|
| clkdlybuf4s50 | 0 | 34 |
| xnor2 | 19 | 19 |
| and4 | 4 | 4 |
| xor2 | 12 | 12 |
| clkbuf | 0 | 8 |
| nor4 | 6 | 6 |
| nor3 | 5 | 5 |
| and3 | 4 | 4 |
| nand2 | 10 | 10 |
| dfrtp | 32 | 32 |
| inv | 2 | 2 |
| and2 | 2 | 2 |
| nand3 | 9 | 9 |
| nor2 | 3 | 3 |
| nand4 | 11 | 11 |
| buf | 0 | 2 |
[kinds of logic after synthesis]
group                      after synthesis  synth area share (%)
xor gates and xnor gates                31                  18.7
adders and majority gates                1                 0.863
buffers and inverters                    2                 0.518
DFF                                     32                  55.3
muxes                                    1                 0.777
and+or+nand+nor                         56                  23.8
[worst register-to-register path, delay by kind of cell (launching register included)]
kind | cells | cell delay [ns]
and+or+nand+nor | 3 | 1.17
DFF | 1 | 0.45
xor gates and xnor gates | 1 | 0.16
[final timing paths]
path	start	end	slack, ns	depth (start not counted)
min	count[31]	count[31]	0.50	1
max in group asynchronous	reset_n	count[12]	2.22	2
max	en	count[23]	1.06	5
min in group asynchronous	reset_n	count[24]	0.78	2
min reg2reg	count[31]	count[31]	0.50	1
max reg2reg	count[5]	count[31]	1.41	4
[layout make-up]
| cell class | count | area (sq um) |
|---|---|---|
| inverter | 2 | 7.51 |
| fill | 408 | 2540 |
| timing repair buffer | 36 | 355 |
| tap | 52 | 65.1 |
| multi-input combinational | 89 | 641 |
| sequential | 32 | 801 |
| clock buffer | 8 | 90.1 |
[cells in the mapped netlist, drive strengths merged]
cell   count  area (sq um)
dfrtp     32           801
xnor2     19           166
xor2      12           105
nand4     11          83.8
nand2     10          37.5
nand3      9          45.0
nor4       6          50.0
nor3       5          25.0
and3       4          25.0
and4       4          36.3
nor2       3          11.3
and2       2          12.5
inv        2          7.51
ha         1          12.5
mux2       1          11.3
nor3b      1          7.51
or4        1          11.3
[report_power, final]
group	leakage, nW	total [W]	switching (W)	internal (W)
sequential	0.428	0.000506	0.0000691	0.000437
clock	0.0455	0.000303	0.000133	0.000170
combinational	0.370	0.000170	0.0000534	0.000117
total	0.843	0.000980	0.000256	0.000724
[through the flow]
| step | utilization (%) | instances | setup slack [ns] |
|---|---|---|---|
| finish | 43.5 | 219 | 1.06 |
| global route | 43.5 | 219 | 0.916 |
| CTS | 43.5 | 219 | 1.04 |
| detailed placement | 41.5 | 211 | 0.757 |
| global placement | 41.5 | 211 | 0.792 |
| floorplan | - | 123 | 1.49 |
Power and IR drop assume default switching activity.
